===== ./run.sh =====
#!/bin/bash
# OpenROAD 26Q1-2900-gdf79404cd8, Yosys 0.63+post, stock flow scripts
make -C /OpenROAD-flow-scripts/flow DESIGN_CONFIG=/design/flow/config.mk WORK_HOME=/design/flow/orfs finish

===== ./config.mk =====
export PLATFORM = sky130hd
export DESIGN_NAME = compare
export DESIGN_NICKNAME = compare
export VERILOG_FILES = /design/flow/design.v
export SDC_FILE = /design/flow/constraint.sdc
export NUM_CORES = 4
export LEC_CHECK = 1
export CORE_AREA = 10 10 72 72
export DIE_AREA = 0 0 82 82

===== ./constraint.sdc =====
current_design compare

set clk_period 2.1
set clk_io_pct 0.2

create_clock -name clk0 -period $clk_period

set non_clock_inputs [all_inputs -no_clocks]
set_input_delay [expr $clk_period * $clk_io_pct] -clock clk0 $non_clock_inputs
set_output_delay [expr $clk_period * $clk_io_pct] -clock clk0 [all_outputs]

===== ./design.v =====
module compare(	Jump,
		OpA,
		OpB,
		Instr_input,
		taken
		);
	output taken;  
	input      [31: 0] OpA;  
	input      [31: 0] OpB;  
	input      [31: 0] Instr_input;	  
	input	           Jump;  
	reg               br_taken;  
	assign taken=br_taken|Jump;  
	always @(Instr_input or OpA or OpB) begin
		case(Instr_input[31:26])
			6'b000001:begin
				case(Instr_input[20:16])
					5'b00000,5'b10000:br_taken=(OpA[31]==1)?1'b1:1'b0;		  	 
					5'b00001,5'b10001:br_taken=(OpA[31]==0)?1'b1:1'b0;	 
					default: br_taken=1'b0;  
				endcase
			end			
			6'b000100:br_taken=(OpA==OpB)?1'b1:1'b0;						 
			6'b000101:br_taken=(OpA!=OpB)?1'b1:1'b0;						 
			6'b000110:br_taken=((OpA[31]==1)||(OpA==0))?1'b1:1'b0;				 
			6'b000111: begin
				br_taken=((OpA[31]==0)&&(OpA!=0))?1'b1:1'b0;			 
			end
			default:br_taken=1'b0;  
		endcase
	end
endmodule

==> results.json <==
{
  "hp-class": "primary input to primary output",
  "die_h_um": 82,
  "rsz0062_at_grt": "true",
  "chip_area_um2": 6724,
  "route.detailed.drc": 0,
  "io_buffers": 76,
  "fin_area_um2": 1450,
  "vdd_ir_drop_max_v": 0.00008047,
  "grt_pass1_vias": 1087,
  "flop_area_um2": 0,
  "yosysUniqueCellTypes": 13,
  "drive_above_1_share_pct": 41.18,
  "status": "finished with violations",
  "io_pins": 98,
  "wire_per_inst_um": 15.22,
  "syn_area_um2": 511.7,
  "drv_slew": 0,
  "placed_area_um2": 1393,
  "first_pass_iters": 3,
  "timing.slew.headroom_pct": 79.83,
  "worstPathMaxFanout": 4,
  "yosys_warnings": 1,
  "yosys_cells": 68,
  "dr_total_vias": 854,
  "initCoreUtil_pct": 13.87,
  "max_freq_mhz": 466.4,
  "ys_seq_share_pct": 0,
  "violations": "negative setup slack",
  "grt_pass1_wl_mm": 4.961,
  "postSynthAreaPerCell_um2": 7.526,
  "nFillCells": 389,
  "postLayoutSetupSlackWorst_ns": -0.04427,
  "die_w_um": 82,
  "syn_inst": 68,
  "syn_to_final_growth_pct": 183.4,
  "worst-setup-path-type": "primary input to primary output",
  "start_kind": "primary input",
  "pre_cts_ws_ns": -0.8074,
  "tightest_slew_ns": 0.3000,
  "cts_hold_buf": 0,
  "gp_congestion": 0.8335,
  "wirelength_mm": 3.059,
  "dp_hpwl_mm": 2.857,
  "num-clock-buffers": 0,
  "worst_ep_arrival_time_ns": 1.72,
  "core-area_um2": 3689,
  "period_used_pct": 102.1,
  "antenna_found_initial": 0,
  "warnings": 56,
  "dr.first_iter.drc_count": 14,
  "grt.total_usage_pct": 9.279,
  "setup_viol": 1,
  "yosysChipArea_um2": 511.7,
  "min_period_ns": 2.144,
  "antennaDiodeCount": 0,
  "routed_via_density": 4.249,
  "grt_max_degree": 5,
  "power_leakage_nw": 0.6067,
  "ant_nets": 0,
  "power_density_nw_per_um2": 160.3,
  "endpoint_kind": "primary output",
  "maxCapViolCount": 0,
  "overflow": 0,
  "fp-row-count": 22,
  "cp.required_ns": 1.68,
  "hold_viol_final": 0,
  "flops": 0
}
critical path, stage by stage:
cell             delay, ns
clkdlybuf4s50_1       0.50
nor3_4                0.05
nand2_2               0.10
and4bb_1              0.21
a311oi_1              0.24
nand2_1               0.08
buf_2                 0.12
logic make-up (layout without fill, tap and decap cells):
family,Yosys count,count (layout),synth area share (%)
xor gates and xnor gates,33,33,56.48
and+or+nand+nor,30,30,35.45
AOI/OAI and AO/OA,4,4,7.336
buffers and inverters,1,86,0.7328
cell usage after synthesis:
library cell / instances / area share (%)
and4bb_1: 1 / 2.4
nand4_1: 4 / 4.9
nand2_1: 2 / 1.5
o41a_1: 1 / 2.2
a41oi_1: 1 / 1.7
o21ai_2: 1 / 1.7
nor4_1: 17 / 21
xor2_1: 33 / 56
and2b_2: 1 / 1.7
a311oi_1: 1 / 1.7
inv_1: 1 / 0.73
nor3_1: 2 / 2.0
nor2_1: 3 / 2.2
routing by layer:
layer / vias to the layer above / track usage (%) / share of wire, %
li1: 429 / - / -
met1: 368 / 10.59 / 40
met2: 57 / 14.66 / 43
met3: 0 / 6.498 / 17
met4: 0 / 0.5102 / 0
met5: - / 0 / 0
what timing repair did:
item,4_1_cts,5_1_grt
resized,185,16
endpoints found under the setup margin,1,1
setup buffers,2,0
pin swaps,39,13
power by group:
group,switching (W),internal [W]
clock,0,0
combinational,0.0000970,0.000135
sequential,0,0
total,0.0000970,0.000135
placed cells by master (no fill, tap or decap), types with 2 or more instances in the layout:
cell and count:
clkdlybuf4s15_2 8, nor4_2 11, buf_4 7, buf_6 5, nor2_1 2, nor4_1 2, clkdlybuf4s15_1 13, nor4_4 4
clkdlybuf4s50_1 8, nand4_1 4, buf_2 20, dlygate4sd2_1 21, xor2_1 32
cell type report:
cell class | instances | area (um^2) | share of cell area, %
Inverter | 1 | 3.754 | 0.2588
Multi-Input combinational cell | 67 | 660.6 | 45.56
Tap cell | 48 | 60.06 | 4.142
Timing Repair Buffer | 85 | 725.7 | 50.04
path summary, 6_finish.rpt:
check	startpoint	to	slack (ns)	cells after the start
setup / recovery	Instr_input[31]	taken	-0.04	7
hold / removal	Instr_input[29]	taken	1.42	6
metrics by stage:
stage | utilization, % | hold WS, ns | power, W | cells | TNS, ns
floorplan | - | 0.9875 | 0.00005452 | 68 | 0
global placement | 37.75 | 1.993 | 0.0002397 | 200 | -0.7479
detailed placement | 37.75 | 1.975 | 0.0002413 | 200 | -0.8074
CTS | 37.65 | 1.472 | 0.0002195 | 202 | -0.03731
global route | 39.31 | 1.497 | 0.0002530 | 201 | -0.1294
finish | 39.31 | 1.417 | 0.0002325 | 201 | -0.04427
Power figures rest on the tool's default switching activity, not on a simulated workload.
